## design/flow/run.sh

```bash
#!/bin/bash
# OpenROAD 26Q1-2900-gdf79404cd8, Yosys 0.63+post, stock flow scripts
make -C /OpenROAD-flow-scripts/flow DESIGN_CONFIG=/design/flow/config.mk WORK_HOME=/design/flow/orfs finish
```

## design/flow/config.mk

```make
export PLATFORM = sky130hd
export DESIGN_NAME = shift_reg_sequence_det
export DESIGN_NICKNAME = shift_reg_sequence_det
export VERILOG_FILES = /design/flow/design.v
export SDC_FILE = /design/flow/constraint.sdc
export NUM_CORES = 4
export LEC_CHECK = 1
export CORE_AREA = 10 10 70 70
export DIE_AREA = 0 0 80 80
```

## design/flow/constraint.sdc

```tcl
current_design shift_reg_sequence_det

set clk_period 1.6
set clk_io_pct 0.2

create_clock -name clk0 -period $clk_period [get_ports {clk}]

set non_clock_inputs [all_inputs -no_clocks]
set_input_delay [expr $clk_period * $clk_io_pct] -clock clk0 $non_clock_inputs
set_output_delay [expr $clk_period * $clk_io_pct] -clock clk0 [all_outputs]
```

## design/flow/design.v

```verilog
module shift_reg_sequence_det(
	input	wire	w,clk,rst,
	output	wire		z
);
reg		[3:0]	shift_reg;
wire	[3:0]	next_shift_reg	=	{shift_reg[2:0], w};
always	@(posedge clk)
	if(rst)	shift_reg	<=	4'd0;
	else	shift_reg	<=	next_shift_reg;
	assign	z	=	(&shift_reg) | (~|shift_reg);
		endmodule
```

==> flow_summary.yaml <==
# flow metrics
global_route:
  grt_use_total_pct: 0.811
  grt_max_degree: 5
  grt_pass1_vias: 89
  grt_pass1_wl_um: 379
  grt_overflow_total: 0
  antenna_found_initial: 0
drt:
  drc: 0
  dr.pass1.iters: 1
  dr_total_vias: 99
  drt-total-wl_um: 279
  antenna_cells: 0
  via_per_inst: 1.55
  drt_iter0_drc: 0
  routedWlPerCell_um: 4.36
  antenna_left: 0
floorplan:
  num_rows: 21
  initCoreUtil_pct: 3.59
  die_h_um: 80
  dieArea_mm2: 0.00640
  coreArea_mm2: 0.00342
  io_pins: 4
  die_width_um: 80
timing:
  final.period_utilization_pct: 94.3
  max_slew_margin_pct: 90.2
  finalSetupViolCount: 0
  setup_tns_ns: 0
  setup_ws_ns: 0.0914
  hold_viol_final: 0
  slew_viol_final: 0
  period_minus_slack_ns: 1.51
  rsz0062_at_grt: "false"
  tightest_slew_ns: 0.147
  max_freq_ghz: 0.663
  finClkSkew_ns: 0.00117
  holdWs_ns: 0.476
cells_and_area:
  drive_above_1_share_pct: 27.8
  final_util_pct: 6.89
  fin_area_um2: 235
  syn2layout_area_growth_pct: 91.8
  seq_area_um2: 80.1
  fillers: 411
  mostFrequentLayoutCells: "nor2b_1 (4), dfxtp_1 (4), clkbuf_4 (3), clkdlybuf4s50_1 (2)"
  logic_area_um2: 42.5
  final_cells: 64
  largest_reg_flops: 4
clock_tree:
  cts_hold_buf: 0
  postCtsSetupBuffers: 0
  numCtsBuffers: 3
  clock_path_buffers: 2
  clock_latency_ns: 0.23
  cts_tree: "built"
  post_cts_resized: 3
  h-tree-depth: 1
  path_clk_slew_ns: 0.04
  root_buffer: "clkbuf_4"
  cts.sinks: 4
placement:
  portBuffers: 3
  placed_area_um2: 218
  place_ws_ns: -0.0923
  gp_congestion: 0.571
  placed_cells: 61
logic_synthesis:
  syn_area_per_cell_um2: 11.1
  yosysWarnings: 1
  ys_cells: 11
  top_cell_area_share_pct: 65.3
  synth_area_um2: 123
  top_area_cell: "dfxtp_1"
  ys_seq_share_pct: 65.3
  synth_flops: 4
  topCellsByArea: "dfxtp_1 (65%), nor2b_1 (20%), or4_1 (6.1%), nand4_1 (5.1%), nand2_1 (3.1%)"
  netlist_instances: 11
  yosysChipArea_um2: 123
  yosysUniqueCellTypes: 5
power:
  p_per_area_mw_per_mm2: 1020
  finalPower_mw: 0.240
  ir_drop_mv: 0.213
  p_leak_nw: 0.0800
worst_setup_path:
  cp.required_ns: 1.28
  r2r_cells: 2
  crit-reg2reg-launch: "shift_reg[0]"
  setup.worst_path.end_class: "primary output"
  cp_cell_sequence: "or4_1 > nand2_1 > buf_2"
  arrival_ns: 1.19
  regToRegSetupSlack_ns: 0.94
  slowest_delay_ns: 0.51
  r2r_end: "shift_reg[1]"
  cp-start-kind: "register"
  worstSetupPathType: "reg2out"
  crit_slowest_cell: "or4_1"
  path_max_fanout: 2
hold_path:
  hold_end: "shift_reg[3]"
  hold_path.startpoint: "shift_reg[2]"
  holdPathStages: 1
  hp-class: "reg2reg"
run_status:
  status: "finished, final reports clean"
job:
  drv_cap: 0
  log.warning_count: 25
-- worst max-delay path by stage --
stage / startpoint / to
6_report: shift_reg[3] / z
5_1_grt: shift_reg[3] / z
4_1_cts: shift_reg[3] / z
-- metal layers --
metal,share of wire [%],GRT usage [%],routed length (um)
met5,0,0,0
met1,40,0.732,111
met4,0,0.704,0
met3,9.3,0.909,26
met2,51,0.963,141
-- critical path, delay by kind of cell, from the launching register on --
kind / cells / cell delay, ns
simple gates: 2 / 0.58
flops: 1 / 0.29
buf+inv: 1 / 0.09
-- synthesized netlist by cell type --
library cell and number:
nand2_1 1, nor2b_1 4, nand4_1 1, or4_1 1, dfxtp_1 4
-- cell families (layout without fill, tap and decap cells) --
group                  Yosys count  after routing  share of synthesized area, %
DFF                              4              4                          65.3
and+or+nand+nor                  7              7                          34.7
buffers and inverters            0              7                             0
-- report_power, final --
part	switching [mW]	internal, mW	leakage [nW]	total [mW]
logic	0.00436	0.0105	0.0335	0.0149
clock network	0.0364	0.0836	0.0138	0.120
registers	0.00184	0.104	0.0328	0.106
-- layout make-up --
class	count	area share, %
sequential	4	34.0
clock buffer	3	9.57
tap	46	24.5
timing repair buffer	4	13.8
multi-input combinational	7	18.1
Power and IR drop assume default switching activity.
