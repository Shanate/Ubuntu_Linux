**flow/run.sh**
```bash
#!/bin/bash
# OpenROAD 26Q1-2900-gdf79404cd8, Yosys 0.63+post, stock flow scripts
make -C /OpenROAD-flow-scripts/flow DESIGN_CONFIG=/design/flow/config.mk WORK_HOME=/design/flow/orfs finish
```
**flow/config.mk**
```make
export PLATFORM = sky130hd
export DESIGN_NAME = mult16
export DESIGN_NICKNAME = mult16
export VERILOG_FILES = /design/flow/design.v
export SDC_FILE = /design/flow/constraint.sdc
export NUM_CORES = 4
export LEC_CHECK = 1
export CORE_UTILIZATION = 40
```
**flow/constraint.sdc**
```tcl
current_design mult16

set clk_period 11.3
set clk_io_pct 0.2

create_clock -name clk0 -period $clk_period [get_ports {clk}]

set non_clock_inputs [all_inputs -no_clocks]
set_input_delay [expr $clk_period * $clk_io_pct] -clock clk0 $non_clock_inputs
set_output_delay [expr $clk_period * $clk_io_pct] -clock clk0 [all_outputs]
```
**flow/design.v**
```verilog
module	mult16(  
	input	wire	[15:0]	a,
	input	wire	[15:0]	b,
	output	reg		[31:0]	product,
	input	wire			clk
);
			reg		[15:0]	a_;
			reg		[15:0]	b_;
always	@(posedge clk)
	{b_, a_} <= {b, a};
always	@(posedge clk)
	product <= b_ * a_;
endmodule
```
==> impl_metrics.json <==
{
  "run_status": "complete, no violations",
  "worstSetupStartpointType": "flip-flop",
  "synth_seq_share": 0.1296,
  "mostFrequentLayoutCell": "inv_1",
  "layout-drive-gt1-share": 0.03111,
  "grt_pass1_vias": 7097,
  "io-pin-count": 65,
  "ctsLongestPathBuffers": 2,
  "synthesis.area_per_instance_um2": 9.432,
  "finalCoreUtilization": 0.4582,
  "post_synthesis_instance_area_um2": 9884,
  "enable_flop_cells": 0,
  "cts_hold_buf": 0,
  "synth.distinct_cells": 49,
  "synthCells": 1048,
  "viasPerCell": 4.874,
  "clk_root_buffer_cell": "clkbuf_16",
  "final-max-slew-violation-count": 0,
  "worst_hold_slack_ps": 801.4,
  "ys.flop_type": "dfxtp_1",
  "tritoncts.num_buffers": 9,
  "cap_viol_max_count": 0,
  "fin_setup_tns_ps": 0,
  "dr_vias": 6906,
  "critPathArrivalTime_ps": 6280,
  "yosys_area_um2": 9884,
  "die_y_um": 159.2,
  "grt_setup_unrepaired": "no",
  "cts_tree": "done",
  "dp.final_hpwl_mm": 17.41,
  "layout_setup_ws_ps": 5252,
  "ys_ff": 64,
  "yosysWarnings": 1,
  "ant_nets": 0,
  "tool_warnings": 25,
  "worstSetupEndpointType": "flip-flop",
  "floorplan.core_util": 0.4076,
  "clkLatencyLatePin_ps": 350,
  "grt_pass1_wl_mm": 37.43,
  "clock_tree_skew_after_final_layout_ps": 13.87,
  "wl_per_cell_um": 16.02,
  "remaining_drc_errors": 0,
  "critical_path_required_ps": 11530,
  "min_period_over_period": 0.5352,
  "grt_use_total": 0.2016,
  "synth_stat.cells": 1048,
  "numClockSinks": 64,
  "post_place_cells": 1401,
  "detailedPlace.worstSlack_ps": 5272,
  "die_area_um2": 25340,
  "cts_resized": 0,
  "post-cts-setup-buffer-count": 0,
  "cts_htree_levels": 3,
  "grt_antenna_before_repair": 0,
  "place.gp.congestion": 0.8755,
  "timing.final.hold_violations": 0,
  "timing.slew.headroom": 0.4684,
  "r2r_slack_ps": 5250,
  "nFillCells": 2365,
  "max_clk_rate_mhz": 165.4,
  "finalSetupViolations": 0,
  "synth_async_sr_flop_share": 0,
  "critical_path_peak_fanout": 16,
  "diodes": 0,
  "clkSlewWorstSetupHoldPaths_ps": 60,
  "layout_top_cells": "inv_1 (224), fa_1 (194), nand2_1 (145)",
  "area_growth_pct": 12.39,
  "hold_path_class": "flip-flop to flip-flop",
  "worst-slew-pin-transition_ps": 796.3,
  "floorplan.rows": 57,
  "design.core.area_um2": 24250,
  "grt_max_degree": 17,
  "detail_route.iter0.violations": 235,
  "stdcell_count": 1417,
  "firstDrtPassIters": 4,
  "die_w_um": 159.2,
  "port-buffer-count": 64,
  "wirelength_mm": 22.70,
  "period_needed_ps": 6048,
  "crit_type": "flip-flop to flip-flop",
  "grt_overflow": 0
}
## per-layer routing
layer | share of wire | wire, um | GRT usage
met4 | 0.015 | 336 | 0.02666
met1 | 0.41 | 9250 | 0.2838
met5 | 0 | 0 | 0
met2 | 0.51 | 11480 | 0.3244
met3 | 0.072 | 1626 | 0.06778
## worst max-delay path, cell delays in order, from the launching register on
cell     delay, ps
dfxtp_1        830
nand2_1        160
fa_1           550
inv_1           60
fa_1           530
inv_1           70
fa_1           530
inv_1           50
fa_1           440
fa_1           480
inv_1           40
fa_1           470
inv_1           40
ha_1           420
nand3_1        140
nor2_1         130
nand3_1        190
a31oi_4        310
o41ai_4        110
o31ai_2        270
xnor2_1         90
## cell families after synthesis
group	Yosys count	synth area share
simple gates	309	0.1548
fa+ha+maj	298	0.5246
buf+inv	261	0.1001
compound gates	89	0.06684
flops	64	0.1296
xor+xnor	26	0.02304
mux	1	0.001013
## flip-flops by register name (all words and copies together) (netlist names)
name	flops
a_	16
product	32
b_	16
## layout make-up
cell class,count,area [um2],share of cell area
Multi-Input combinational cell,723,7614,0.6853
Sequential cell,64,1281,0.1153
Timing Repair Buffer,66,655.6,0.05902
Clock inverter,6,83.83,0.007546
Clock buffer,10,229.0,0.02061
Tap cell,324,405.4,0.03649
Inverter,224,840.8,0.07568
## final timing paths
path | start | endpoint | cells after the start
max | b_[6] | product[31] | 20
min | b_[0] | product[0] | 1
max reg2reg | b_[6] | product[31] | 20
min reg2reg | b_[0] | product[0] | 1
## synth_stat cells (all sizes together) (2+ instances only)
library cell  count  area share
nor3              5      0.0030
xnor2            19       0.017
nand2           145       0.055
a31oi             3      0.0034
nand3            11      0.0061
xor2              7      0.0062
nand4             4      0.0025
ha              104        0.13
dfxtp            64        0.13
fa              194        0.39
o21ai            19       0.011
buf               3      0.0022
a211oi            5      0.0048
a21oi            23       0.012
o2111ai           2      0.0018
a21o             17       0.013
a221oi            3      0.0033
or2               3      0.0019
clkbuf           34       0.013
o311ai            2      0.0025
and2            125       0.079
o21a              4      0.0030
or3               2      0.0013
inv             224       0.085
nor2             12      0.0046
o22ai             2      0.0013
## stage by stage
step	instance area (um2)
2_1_floorplan	9884
3_3_place_gp	10800
3_5_place_dp	10800
4_1_cts	11110
5_1_grt	11110
6_report	11110
