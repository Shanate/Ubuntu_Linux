--- design/flow/design.v ---
module anothercounter(
	input	wire	en,  
	input	wire	clk,
	input	wire	rst,  
	output	reg		[15:0]	q
);
	always	@(posedge clk, posedge rst)
		if(rst)	q <=	16'd0;
		else	if(en) q <= q + 1'b1;
endmodule
--- design/flow/config.mk ---
export PLATFORM = sky130hd
export DESIGN_NAME = anothercounter
export DESIGN_NICKNAME = anothercounter
export VERILOG_FILES = /design/flow/design.v
export SDC_FILE = /design/flow/constraint.sdc
export NUM_CORES = 4
export LEC_CHECK = 1
export CORE_AREA = 10 10 93 93
export DIE_AREA = 0 0 103 103
--- design/flow/run.sh ---
#!/bin/bash
# OpenROAD 26Q1-2900-gdf79404cd8, Yosys 0.63+post, stock flow scripts
make -C /OpenROAD-flow-scripts/flow DESIGN_CONFIG=/design/flow/config.mk WORK_HOME=/design/flow/orfs finish
--- design/flow/constraint.sdc ---
current_design anothercounter

set clk_period 3.6
set clk_io_pct 0.2

create_clock -name clk0 -period $clk_period [get_ports {clk}]

set non_clock_inputs [all_inputs -no_clocks]
set_input_delay [expr $clk_period * $clk_io_pct] -clock clk0 $non_clock_inputs
set_output_delay [expr $clk_period * $clk_io_pct] -clock clk0 [all_outputs]
==> results.ini <==
[run_status]
status = finished, final reports clean

[drt]
ant_nets = 0
drt_first_pass_iters = 2
vias = 479
wl_met2_um = 650
wl_met3_um = 123
wl_per_cell_um = 9.82
diodes = 0
routed.top_layer = met3
met1_length_um = 789
drc = 0
drtIter0Drc = 24
routed_wl_um = 1560
viasPerCell = 3.01

[synth]
postSynthSeqShare = 0.563
synth.distinct_cells = 16
top_area_frac = 0.563
yosysCellCount = 57
top_area_cell = dfrtp_1
yosysWarnings = 1
synthCells = 57
netlist_area_um2 = 711
ys_chip_area_um2 = 711
synth_flops = 16
yosys-top-cells-area = dfrtp_1 56%, xnor2_1 12%, xor2_1 6.2%, nand3_1 3.5%, nand4_4 3.0%
postSynthAreaPerCell_um2 = 12.5

[final_layout]
final_cell_mix = 18 x clkdlybuf4s50_1, 16 x dfrtp_1, 10 x xnor2_1
synthToLayoutAreaGrowth_pct = 47.2
drive_gt1_frac = 0.101
fillCellCount = 756
reg.largest.list = q: 16 flops
lay_top_count = clkdlybuf4s50_1
largest_reg_flops = 16
top_register = q
fin_cells = 159

[worst_setup_path]
arrival_ns = 2.13
r2r_cells = 5
end_kind = flop
worstSetupPathType = input port to flop
required_ns = 3.73
critPathLaunchType = input port
cp_max_fo = 6

[final_timing]
slew_violations = 0
timing.final.crit_period_ns = 2.00
setup_viol = 0
hold_viol_final = 0
tns_ns = 0
rsz0062_at_grt = false
clock-skew-final_ns = 0.00245
tightest_slew_ns = 0.603
finalCritPeriodShare = 0.556
max_freq_mhz = 500
relSlewSlack = 0.598

[global_routing]
grt-ovfl-total = 0
grt_pass1_wl_um = 2620
grt_usage = 0.0315
grt_start_max_net_pins = 17
grt_pass1_vias = 528
antenna_found_initial = 0

[floorplan]
die_w_um = 103
fp.dieH_um = 103
core_um2 = 6760
io_pins = 19
fp_util = 0.105
dieArea_um2 = 10600
fp-row-count = 30

[cts]
cts.repair.resized = 0
htree_levels = 1
clock_sinks = 16
cts_buffers = 3
clockBufferDepth = 2
clk_latency_ns = 0.24
postCtsSetupBuffers = 0
cts_tree = built
holdBufCountCts = 0
root_buffer = clkbuf_8
cts.clk_slew.worst_paths_ns = 0.06

[pwr]
internal_power_uw = 414
seq_power_share = 0.486
power_uw = 573
netSwitchingPower_uw = 158
swShare = 0.276
p_leak_uw = 0.000414
ir_drop_mv = 0.499
clockPowerShare = 0.269
power_frac_comb = 0.244
pwr_density_cell_nw_per_um2 = 548

[placed_design]
port_buffers = 18
dp_cells = 155
dp_hpwl_um = 1260
gp_congestion = 0.708

[run]
cap_violations = 0
warnings = 25

[worst_hold_path]
holdCritPathClass = flop to flop
hold_depth = 1

-- per-stage QoR --
stage	setup WS, ns	hold slack, ns	utilization	instance area, µm²
after global placement	1.36	0.470	0.147	991
final	1.60	0.468	0.155	1050
after detailed placement	1.33	0.470	0.147	991
after global routing	1.49	0.512	0.155	1050
after CTS	1.59	0.480	0.155	1050
after floorplan	2.10	0.424	-	711
-- power by group through the flow --
stage / clock network, µW / logic, µW / registers [µW]
after CTS: 160 / 145 / 279
after global routing: 169 / 160 / 287
final: 154 / 140 / 279
-- layer usage --
layer / up-vias / GRT usage
met3: 0 / 0.0162
met5: - / 0
met2: 14 / 0.0444
li1: 239 / -
met4: 0 / 0.00107
met1: 226 / 0.0443
-- cells by family (layout without fill, tap and decap cells) --
| family | after synthesis | in the layout | synth area share |
|---|---|---|---|
| xor+xnor | 15 | 15 | 0.185 |
| fa+ha+maj | 1 | 1 | 0.0176 |
| flops | 16 | 16 | 0.563 |
| buf+inv | 2 | 24 | 0.0106 |
| mux | 1 | 1 | 0.0158 |
| simple gates | 22 | 22 | 0.208 |
-- synthesized netlist by cell type --
library cell / count
nand4_4: 1
nand4_1: 3
ha_1: 1
and3_1: 1
nor3_2: 1
mux2_2: 1
xor2_1: 5
inv_1: 2
and4_1: 1
dfrtp_1: 16
nor2_1: 3
nand3_1: 5
nor4_4: 1
xnor2_1: 10
nand2_1: 5
or2_1: 1
-- cell type report --
type                    count  area (µm²)  share of cell area
inverters                   2        7.51             0.00718
repair buffers             18         180               0.172
well taps                  80         100              0.0957
multi-input cells          39         303               0.289
clock buffers               4        55.1              0.0526
flip-flops and latches     16         400               0.383
-- path summary, 6_finish.rpt --
| kind | slack [ns] | to | start |
|---|---|---|---|
| max | 1.60 | q[13] | en |
| min | 0.47 | q[15] | q[15] |
| max reg2reg | 2.17 | q[12] | q[0] |
| min reg2reg | 0.47 | q[15] | q[15] |
| max in group asynchronous | 2.37 | q[5] | rst |
| min in group asynchronous | 0.84 | q[12] | rst |
-- critical path: stages --
cell             delay [ns]
clkdlybuf4s50_1        0.63
nand4_4                0.17
nor4_4                 0.34
nand3_1                0.14
xnor2_1                0.13
Power and IR drop assume default switching activity.
